<file path="config.mk">
export PLATFORM = sky130hd
export DESIGN_NAME = NITCRisc24
export DESIGN_NICKNAME = NITCRisc24
export VERILOG_FILES = /design/flow/design.v
export SDC_FILE = /design/flow/constraint.sdc
export NUM_CORES = 4
export LEC_CHECK = 1
export CORE_UTILIZATION = 30
</file>
<file path="constraint.sdc">
current_design NITCRisc24

set clk_period 17.0
set clk_io_pct 0.2

create_clock -name clk0 -period $clk_period [get_ports {clk}]

set non_clock_inputs [all_inputs -no_clocks]
set_input_delay [expr $clk_period * $clk_io_pct] -clock clk0 $non_clock_inputs
set_output_delay [expr $clk_period * $clk_io_pct] -clock clk0 [all_outputs]
</file>
<file path="design.v">
module NITCRisc24(	input clk, reset,
					output [15:0] pc,
					output [4:0] state,
					output [15:0] r0,r1,r2,r3,r4,r5,r6,r7,
					output [15:0] writedata, adr,
					output memwrite);
	wire [15:0] readdata;
	mips mips(clk, reset, adr, writedata, memwrite, readdata, pc, state, r0,r1,r2,r3,r4,r5,r6,r7);
	mem mem(clk, memwrite,adr, writedata, readdata);
endmodule 
module alu(input [15:0] A, B, 
				input [2:0] F, 
				output compare, 
				output carry, 
				output reg [15:0] Y, 
				output zero);
	assign zero = (Y==16'b0) && ( F< 3'b011);
	carry_generate cg(A,B,F, carry);
	always@(*)
		case(F)
			3'b001:Y <= ~(A&B);
			default:Y <= A+B;
		endcase
	assign compare = (Y==16'b0);
endmodule
module aludec( input [3:0] op,
					output reg [2:0] alucontrol);
	always@(*)
		case(op)
			4'b0000: alucontrol <=3'b000;  
			4'b0010: alucontrol <=3'b001;  
			4'b1010: alucontrol <=3'b010;  
			4'b1001: alucontrol <=3'b011;  
			4'b1011: alucontrol <=3'b100;  
			4'b1101: alucontrol <=3'b101;  
			default: alucontrol <=3'bx;
		endcase
endmodule
module carry_generate(input [15:0] A,B,
							input [2:0] F,
							output carry);
reg tmp_carry;
reg [15:0] tmp_add;
always @(*)
	begin
	if(F == 3'b0)
		begin
			if(A[15] & B[15])
				begin
					tmp_carry = 1;
				end
			else if(~A[15] & ~B[15])
				begin
					tmp_carry = 0;
				end
			else if(A[15] ^ B[15])
				begin
					tmp_add = {1'b0,A[14:0]} + {1'b0,B[14:0]};
					tmp_carry = tmp_add[15];
				end
		end
	end
assign carry = tmp_carry;
endmodule
module controller(input clk, reset,
						input [3:0] op,
						input compare,
						output pcen, memwrite, irwrite, regwrite,
						output alusrca, iord, memtoreg, regdst,
						output [1:0] alusrcb,
						output [1:0] pcsrc,
						output [2:0] alucontrol,
						output [4:0] state);
	wire branch, pcwrite;
	maindec md(clk, reset, op,
				pcwrite, memwrite, irwrite, regwrite,
				alusrca, branch, iord, memtoreg, regdst,
				alusrcb, pcsrc, state );
	aludec ad(op,alucontrol);
	assign pcen = pcwrite | ( branch & compare );
endmodule
module datapath(	input clk, reset,
						input pcen, irwrite, regwrite,
						input alusrca, iord, memtoreg, regdst,
						input [1:0] alusrcb,
						input [1:0] pcsrc,
						input [2:0] alucontrol,
						output [3:0] op,
						output compare,
						output [15:0] adr, writedata,
						input [15:0] readdata,
						output [15:0]pc,
						output [15:0] r0,r1,r2,r3,r4,r5,r6,r7);
	wire [2:0] writereg, writeregjal;
	wire [15:0] pcnext;
	wire [15:0] instr, data, srca, srcb;
	wire [15:0] a;
	wire [15:0] aluresult, aluout;
	wire [15:0] signimm,signimmbr,signimmjal;  
	wire [15:0] signimmsh;  
	wire [15:0] wd3, rd1, rd2, wd3jal;
	wire carry,zero;
	assign op = instr[15:12];
		flopenr #(16) prcreg(clk, reset, pcen, pcnext, pc); 
		mux2 #(16) admux(pc,aluout,iord,adr); 
		flopenr #(16) instrreg(clk,reset,irwrite,readdata,instr);  
		flopr #(16) datareg(clk, reset, readdata,data);  
		mux2 #(3) regdstmux(instr[8:6],instr[5:3], regdst, writereg);  
		mux2 #(3) regdstmuxjal(writereg, 3'b111, pcsrc[1], writeregjal);  
		mux2 #(16) wdmux(aluout, data, memtoreg, wd3); 
		mux2 #(16) wdmuxjal(wd3, aluresult, pcsrc[1], wd3jal); 
		regfile regf(clk, pc, instr[1:0],alucontrol, carry,zero, regwrite,instr[11:9],instr[8:6], writeregjal, wd3jal, rd1, rd2, r0,r1,r2,r3,r4,r5,r6,r7);  
		signext #(6) brse(instr[5:0],signimmbr);
		signext #(9) jlse(instr[8:0], signimmjal);
		mux2 #(16) slmux(signimmbr,signimmjal, pcsrc[1],signimm); 
		sl1 immsh(signimm, signimmsh);
		flopr #(16) areg(clk, reset, rd1, a); 
		flopr #(16) breg(clk, reset, rd2, writedata); 
		mux2 #(16) scramux(pc, a, alusrca, srca); 
		mux4 #(16) srcbmux(writedata,16'b10, signimm,signimmsh, alusrcb, srcb); 
		alu alu(srca, srcb,alucontrol,compare, carry, aluresult, zero);
		flopr #(16) alureg(clk, reset, aluresult, aluout); 
		mux3 #(16) pcmux(aluresult, aluout,aluout, pcsrc, pcnext); 
endmodule
module flopenr #(parameter WIDTH = 8)
			(input clk, reset,
				input en,
				input [WIDTH-1:0] d,
				output reg [WIDTH-1:0] q);
	always @(posedge clk, posedge reset)
		if(reset) q<=0;
		else if(en) q <=d;
endmodule
module flopr #(parameter WIDTH = 8)
			(input clk, reset,
			 input [WIDTH-1:0]  d,
			 output reg[WIDTH-1:0] q);
	always @(posedge clk, posedge reset)
		if(reset) q<=0;
		else q<=d;
endmodule
module maindec(input clk, reset,
					input [3:0] op,
					output pcwrite, memwrite, irwrite, regwrite,
					output alusrca, branch, iord, memtoreg, regdst,
					output [1:0] alusrcb,
					output [1:0] pcsrc,
					output reg [4:0] state);
	parameter FETCH =5'b00000; 
	parameter DECODE=5'b00001;
	parameter MEMADR=5'b00010; 
	parameter MEMRD=5'b00011;
	parameter MEMWB=5'b00100;
	parameter MEMWR=5'b00101;
	parameter EXECUTE=5'b00110;
	parameter ALUWRITEBACK=5'b00111;
	parameter BRANCH=5'b01000;
	parameter JALRW=5'b01001;
	parameter JALPC=5'b01010;
	parameter LW = 4'b1010;
	parameter SW = 4'b1001;
	parameter ADD = 4'b0000;
	parameter BEQ = 4'b1011;
	parameter NDU = 4'b0010;
	parameter JAL = 4'b1101;
	reg [4:0] nextstate;
	reg [12:0] controls;
	always @(posedge clk or posedge reset)
		if(reset) state <= FETCH;
		else state <= nextstate;
	always @(*)
		case(state)
			FETCH: nextstate <=DECODE;
			DECODE: case(op)
				LW: nextstate <=MEMADR;
				SW: nextstate <=MEMADR;
				ADD: nextstate <=EXECUTE;
				NDU: nextstate <=EXECUTE;
				BEQ: nextstate <= BRANCH;
				JAL: nextstate <=JALRW;
				default: nextstate <=FETCH;
				endcase
			MEMADR: case(op)
				LW: nextstate <=MEMRD;
				SW: nextstate <=MEMWR;
				default: nextstate <=FETCH;
				endcase
			MEMRD: nextstate <=MEMWB;
			MEMWB: nextstate <=FETCH;
			MEMWR: nextstate <=FETCH;
			EXECUTE: nextstate <=ALUWRITEBACK;
			ALUWRITEBACK: nextstate <=FETCH;
			BRANCH: nextstate <=FETCH;
			JALRW: nextstate <=JALPC;
			JALPC: nextstate <=FETCH;
			default: nextstate <=FETCH;
		endcase
	assign {pcwrite, memwrite, irwrite, regwrite,
				alusrca, branch, iord, memtoreg, regdst, 
				alusrcb, pcsrc} = controls;
	always @(*)
		case(state)
			FETCH:  			controls   <=   13'b1010_00000_0100;  
			DECODE:  		controls   <=   13'b0000_00000_1100;  
			MEMADR:  		controls   <=   13'b0000_10000_1000;  
			MEMRD:   		controls   <=   13'b0000_00100_0000;  
			MEMWB:   		controls   <=   13'b0001_00010_0000;  
			MEMWR:   		controls   <=   13'b0100_00100_0000;  
			EXECUTE:   		controls   <=   13'b0000_10000_0000;  
			ALUWRITEBACK:  controls   <=   13'b0001_00001_0000;  
			BRANCH:   		controls   <=   13'b0000_11000_0001;  
			JALRW: 			controls   <= 	 13'b0001_00000_0010;
			JALPC:   		controls   <=   13'b1000_00000_0010;   
			default:   		controls   <=   13'b0000_xxxxx_xxxx; 
		endcase
endmodule
module mem(input clk, we, input [15:0] a, wd, output [15:0] rd);
	reg[15:0] RAM[63:0];
	initial
		begin
			RAM[0] <= 16'b0000_001_010_100_0_00;  
			RAM[1] <= 16'b0000_001_010_111_0_10;
			RAM[2] <= 16'b0000_001_011_101_0_00;
			RAM[3] <= 16'b0000_001_010_111_0_10;
		end
	assign rd = RAM[a[15:1]];  
	always @(posedge clk)
		if (we) RAM[a[15:1]] <=wd;
endmodule
module  mips(input clk, reset,
					output [15:0] adr, writedata,
					output memwrite,
					input [15:0] readdata,
					output [15:0] pc,
					output [4:0] state,
					output [15:0] r0,r1,r2,r3,r4,r5,r6,r7);
	wire zero, pcen, irwrite, regwrite, alusrca, iord, memtoreg, regdst;
	wire [1:0] alusrcb;
	wire [1:0] pcsrc;
	wire [2:0] alucontrol;
	wire [3:0] op;
	wire compare;
	controller c(clk, reset, op, compare, pcen, memwrite, irwrite, regwrite, alusrca, iord, memtoreg, regdst, alusrcb, pcsrc, alucontrol,state);
	datapath dp(clk, reset,
					pcen, irwrite, regwrite,
					alusrca, iord, memtoreg, regdst,
					alusrcb, pcsrc, alucontrol,
					op, compare,
					adr, writedata, readdata,
					pc,r0,r1,r2,r3,r4,r5,r6,r7);
endmodule
module mux2 #(parameter WIDTH=8)
				(input [WIDTH-1:0] d0,d1,
				input s,
				output [WIDTH-1:0] y);
				assign y = s? d1: d0;
endmodule
module mux3 #(parameter WIDTH = 8)
				(input [WIDTH-1:0] d0, d1, d2,
				input [1:0] s,
				output [WIDTH-1:0] y);
				assign #1 y = s[1]?d2:(s[0]? d1:d0);
endmodule
module mux4 #(parameter WIDTH = 8)
				(input [WIDTH-1:0] d0, d1, d2, d3,
				input [1:0] s,
				output reg[WIDTH-1:0] y);
	always @(*)
		case(s)
			2'b00: y <=d0;
			2'b01: y <=d1;
			2'b10: y<= d2;
			2'b11: y <=d3;
		endcase
endmodule
module regfile(input clk,
					input [15:0]pc,
					input [1:0]IR_CZ,
					input [2:0]F,
					input inc,inz,
					input we3,
					input [2:0] ra1, ra2, wa3,
					input [15:0] wd3,
					output [15:0] rd1, rd2,
					output [15:0] r0,r1,r2,r3,r4,r5,r6,r7);
	reg [15:0] rf[0:7];
	assign r0 = rf[0];
	assign r1 = rf[1];
	assign r2 = rf[2];
	assign r3 = rf[3];
	assign r4 = rf[4];
	assign r5 = rf[5];
	assign r6 = rf[6];
	assign r7 = rf[7];
	reg C,Z;
	wire czwe3;
	assign czwe3 = we3 & ~((IR_CZ == 2'b10 &&  C != 1) || (IR_CZ[1:0] == 2'b01 && Z != 1));
	initial begin
		rf[0] = 16'b0000000000000000;  
		rf[1] = 16'b0000000000000001;
		rf[2] = 16'b0000000000000010;
		rf[3] = 16'b1111111111111111; 
	end
	always @(posedge clk)
		begin
			if(czwe3) rf[wa3] =wd3;
			if(we3 && F == 3'b000) C = inc;
			if(we3 && F < 3'b011) Z = inz;
			rf[0] = pc; 
		end
	assign rd1 = (ra1 != 0) ? rf[ra1]: 16'b0;
	assign rd2 = (ra2 !=0 ) ? rf[ra2]: 16'b0;
endmodule
module signext #(parameter WIDTH = 6)
					(input [WIDTH-1:0]a, output [15:0]y);
	assign y = {{(15-WIDTH){a[WIDTH-1]}}, a};
endmodule
module sl1(input [15:0]a , output [15:0] y);
	assign y = {a[14:0],1'b0}; 
endmodule
</file>
<file path="run.sh">
#!/bin/bash
# OpenROAD 26Q1-2900-gdf79404cd8, Yosys 0.63+post, stock flow scripts
make -C /OpenROAD-flow-scripts/flow DESIGN_CONFIG=/design/flow/config.mk WORK_HOME=/design/flow/orfs finish
</file>
==> GITHUB_STEP_SUMMARY <==
### Metrics collected by this job

| Metric | Value |
|---|---|
| CP bufs+invs | 4 |
| I/O pins | around 180 |
| Critical path's most frequent cell | mux2i_4 |
| Worst setup SP type | register |
| CTS tree | built |
| Global-route wire length before repair | 222 mm |
| Standard-cell rows | 148 |
| Antenna Nets Post-Route | 0 |
| Top cell area share | 69.4% |
| VDD IR max | between 0.08 and 0.09 mV |
| Worst Hold Class | reg2reg |
| Top cells by area | edfxtp_1 (69%), dfrtp_1 (5.1%), a22oi_1 (3.6%) |
| Worst Path Required | around 14 ns |
| DR vias/cell | ~5.4 |
| DR DRC count | 0 |
| Fmax | 130 MHz |
| Global route hottest layer | met2 |
| Largest area contributor in the netlist | edfxtp_1 |
| Tot GR Track Use | between 20% and 30% |
| Distinct lib cells used | 84 |
| Final Max Slew Viols | 0 |
| Fin util | a little over a third |
| Number of register pins that no clock reaches | 1 |
| Avg Inst Size Synth | 16.1 um^2 |
| Clk buf depth | 3 |
| Cts hold-fix bufs | 0 |
| Dominant logic cell types in the final layout | edfxtp_1 (1138), nand2_1 (240), a22oi_1 (238) |
| Area grow syn2layout | 18.5% |
| RSZ-0062 raised after global routing | false |
| Post-Place Setup Slack | 10.14 ns |
| Routability Congestion | approximately 0.95 |
| Met2 Usage GRT | ~30% |
| PwrDens | 101 nW/um^2 |
| Worst setup margin | 9.32 ns |
| Crit end category | primary output |
| Status | finished, final reports clean |
| Top_reg_cell synth | edfxtp_1 |
| Most frequent logic cell in the layout | edfxtp_1 |
| Top Family by Delay on Critical Path | buffers and inverters |
| Vias in the first global route | just over 30000 |
| Core region area | 163000 um^2 |
| CP max stage delay | 0.69 ns |
| Post-synth ARST share | under 10% |
| CP max stage cell | clkinv_2 |
| Initial antenna violation count | 10 |
| Fp util | 30.2% |
| Number of unconstrained endpoints | 2 |
| Max-cap violation count | 0 |
| Min Tclk post-route | between 7 and 8 ns |
| Overall power | approximately 5.9 mW |
| Die height | 407 um |
| H-Tree Depth | 3 |
| Ys cells | a little over 3000 |
| Tool warnings | 33 |
| Met3 usage | 14.4% |
| Yosys stat chip area | 49200 um^2 |
| Die Area | between 150000 and 200000 um^2 |
| Lkg Pwr | between 15 and 20 nW |
| Number of enable flip-flop cells | 1138 |
| Synthesized cell area | between 40000 and 50000 um^2 |
| Fin. Hold Viols | 0 |
| Num CTS Buffers | 119 |
| Comb gate area | between 10000 and 15000 um^2 |
| Final setup violation count | 0 |
| Detailed Route WL | 157 mm |
| Met1 global-route usage | 22.7% |
| Die W | about 410 um |
| Port Buffers | between 150 and 200 |
| Latency at later pin | slightly below 0.8 ns |
| Clock skew | between 0.05 and 0.06 ns |
| Post-DP HPWL | 97.1 mm |
| Syn Inst Count | 3058 |
| Slew @ Worst Pin | 0.930 ns |
| Worst-path cell chain | inv_1 > ha_1 > mux2i_4 > nor2_4 > mux2i_4 > buf_4 > clkinv_2 > clkdlybuf4s50_1 |
| CTS root buf | clkbuf_16 |
| Fillers | 15000 |
| First-iteration detailed-routing DRC count | 2261 |
| Vias | a little over 30000 |
| CP max FO | 34 |
| Kind of critical path | reg2out |
| Critical Path AT | ~4.3 ns |
| Post-CTS sizing | 0 |
| Post-layout period usage | between 40% and 50% |
| Clock Pin Slew Worst Setup and Hold Paths | approximately 0.070 ns |
| Ys flops | 1255 |
| DR pass1 iterations | 7 |
| Grt ovf | 0 |
| Relative slew slack | ~37% |
| Share of layout cells above drive strength 1 | about 15% |
| Synth warnings | 9 |
| Seq. cell area | between 30000 and 40000 um^2 |
| Largest net degree at the start of global routing | 78 |
| Post-CTS setup buffers | 0 |
| Setup TNS | 0 ns |
| WL/cell | around 28 um |
state kept, by name, indices dropped and copies added, names as in the netlist:
register / count
mips.dp.regf.C: 1
mips.c.md.state: 4
mips.dp.regf.Z: 1
mips.dp.regf.rf: 128
mips.dp.alureg.q: 16
mips.dp.instrreg.q: 16
mips.dp.prcreg.q: 16
mips.dp.breg.q: 16
mips.dp.datareg.q: 16
mips.dp.alu.cg.tmp_carry: 1
mips.dp.areg.q: 16
mem.RAM: 1024
cell type report:
| type | instances | area share, % |
|---|---|---|
| flip-flops and latches | 1255 | 63.5 |
| clock inverters | 60 | 0.965 |
| repair buffers | 361 | 5.49 |
| inverters | 36 | 0.238 |
| diodes | 2 | 0.00858 |
| well taps | 2175 | 4.67 |
| multi-input cells | 1576 | 19.6 |
| clock buffers | 160 | 5.51 |
cell usage after synthesis, types with 7 or more instances:
cell	n
nor3_1	18
a22o_1	67
a31oi_1	69
inv_1	33
nand4_1	13
a22oi_1	238
mux2i_1	80
buf_1	27
dfxtp_1	16
o31ai_1	8
ha_1	23
o221ai_1	14
edfxtp_1	1138
a221oi_1	81
o22ai_1	25
mux2_2	94
nor2_1	132
a222oi_1	37
o21ai_0	88
nand2b_1	11
mux4_2	32
a21o_1	19
a21oi_1	108
or4_1	8
xor2_1	7
clkbuf_1	111
and3_1	8
a211oi_1	10
nand3_1	21
nand2_1	240
dfrtp_1	100
o211ai_1	14
nor4_1	11
buf_2	48
logic make-up (layout without fill, tap and decap cells):
kind of cell | after synthesis | in the layout | share of synthesized area [%]
AND-OR/OR-AND | 839 | 839 | 12.3
multiplexers | 209 | 209 | 5.36
latches | 1 | 1 | 0.0305
buffers and inverters | 227 | 617 | 1.90
XOR/XNOR | 12 | 12 | 0.214
flip-flops | 1254 | 1254 | 75.2
other | 1 | 3 | 0.00762
AND/OR/NAND/NOR | 490 | 490 | 4.32
adder cells (fa/ha/maj) | 25 | 25 | 0.666
per-layer routing:
metal,wire length (um),up-vias
li1,-,12900
met2,72900,1966
met1,52900,15000
met3,25400,291
met5,304,-
met4,5730,14
where the power goes:
group | switching [mW] | internal (mW)
clock | 1.15 | 1.43
combinational | 0.00499 | 0.000395
sequential | 0 | 3.31
total | 1.16 | 4.75
through the flow:
stage | cell area, um^2 | instances | hold WS [ns]
floorplan | 49200 | 3058 | 0.377
global placement | 54500 | 5403 | 0.465
detailed placement | 54500 | 5403 | 0.466
CTS | 58300 | 5623 | 0.485
global route | 58300 | 5624 | 0.501
finish | 58300 | 5625 | 0.483
path summary, 6_finish.rpt:
kind	cells after the start	end	slack [ns]	startpoint
max	8	adr[2]	9.32	mips.c.md.state[1]
min	0	mips.dp.regf.rf[0][8]	0.48	mips.dp.prcreg.q[8]
max reg2reg	23	mips.dp.prcreg.q[9]	10.53	mips.c.md.state[3]
min reg2reg	0	mips.dp.regf.rf[0][8]	0.48	mips.dp.prcreg.q[8]
max in group asynchronous	3	mips.dp.instrreg.q[9]	12.67	reset
min in group asynchronous	2	mips.dp.breg.q[7]	3.11	reset
Power and IR drop assume default switching activity.
